`design/flow/run.sh`:
```
#!/bin/bash
# OpenROAD 26Q1-2900-gdf79404cd8, Yosys 0.63+post, stock flow scripts
make -C /OpenROAD-flow-scripts/flow DESIGN_CONFIG=/design/flow/config.mk WORK_HOME=/design/flow/orfs finish
```
`design/flow/config.mk`:
```
export PLATFORM = sky130hd
export DESIGN_NAME = fifomem
export DESIGN_NICKNAME = fifomem
export VERILOG_FILES = /design/flow/design.v
export SDC_FILE = /design/flow/constraint.sdc
export NUM_CORES = 4
export LEC_CHECK = 1
export CORE_UTILIZATION = 30
```
`design/flow/constraint.sdc`:
```
current_design fifomem

set clk_period 3.0
set clk_io_pct 0.2

create_clock -name clk0 -period $clk_period [get_ports {wclk}]

set non_clock_inputs [all_inputs -no_clocks]
set_input_delay [expr $clk_period * $clk_io_pct] -clock clk0 $non_clock_inputs
set_output_delay [expr $clk_period * $clk_io_pct] -clock clk0 [all_outputs]
```
`design/flow/design.v`:
```
module fifo1
#(
    parameter DSIZE = 8,
    parameter ASIZE = 4)
(
    output [DSIZE-1:0] rdata,
    output wfull, rempty,
    input [DSIZE-1:0] wdata,
    input winc, wclk, wrst_n,
    input rinc, rclk, rrst_n,);
    wire [ASIZE-1:0] waddr, raddr;
    wire [ASIZE:0] wptr, rptr, wq2_rptr, rq2_wptr;
    sync_r2w sync_r2w (
        .wq2_rptr(wq2_rptr),
        .rptr(rptr),
        .wclk(wclk),
        .wrst_n(wrst_n));
    sync_w2r sync_w2r (
        .rq2_wptr(rq2_wptr),
        .wptr(wptr),
        .rclk(rclk),
        .rrst_n(rrst_n));
    fifomem #(DSIZE, ASIZE) fifomem(
        .rdata(rdata), .wdata(wdata),
        .raddr(raddr), .waddr(waddr),
        .wclken(winc), .wfull(wfull),
        .wclk(wclk));
    rptr_empty #(ASIZE) rptr_empty(
        .rempty(rempty),
        .raddr(raddr),
        .rptr(rptr),
        .rq2_wptr(rq2_wptr),
        .rinc(rinc), .rclk(rclk),
        .rrst_n(rrst_n));
    wptr_full #(ASIZE) wptr_full(
        .wfull(wfull), .waddr(waddr),
        .wptr(wptr), .wq2_rptr(wq2rptr),
        .winc(winc), .wclk(wclk),
        .wrst_n(wrst_n));
endmodule
module fifomem
#(
    parameter DATASIZE = 8,
    parameter ADDRSIZE = 4)
(
    output [DATASIZE-1:0] rdata,
    input [DATASIZE-1:0] wdata,
    input [DATASIZE-1:0] waddr, raddr,
    input wclken, wfull, wclk);
    localparam DEPTH = 1<<ADDRSIZE;  
    reg [DATASIZE-1:0] mem [0:DEPTH-1];
    assign rdata = mem[raddr];  
    always @(posedge wclk)
    if (wclken && !wfull) mem[waddr] <= wdata;
endmodule
```
==> flow_summary.json <==
{
  "status": "finished clean",
  "routabilityCongestion": 0.781,
  "viasPerCell": 4.67,
  "synthToLayoutAreaGrowth_pct": 30.8,
  "compound_area_share_pct": 2.40,
  "cp_max_fo": 8,
  "synth-simple-area-share_pct": 3.46,
  "min_period_ns": 2.94,
  "antenna_left": 0,
  "drt-pass1-iter-count": 4,
  "hpwl_um": 6410,
  "regMostFlops": "mem",
  "arrival_ns": 2.34,
  "hold_viol_final": 0,
  "worstSetupStartpointType": "primary input",
  "finalSetupTns_ns": 0,
  "routedWlPerCell_um": 19.2,
  "setup_violations": 0,
  "antennaDiodeCount": 0,
  "xor_area_share_pct": 0,
  "synth.cell_area_mm2": 0.00500,
  "max_freq_mhz": 340,
  "fin_area_mm2": 0.00654,
  "grt_pass1_vias": 2589,
  "synth_cell_type_count": 18,
  "yosys_cells": 222,
  "worst_setup_path_end_kind": "output pin",
  "ir_drop_mv": 0.603,
  "cts_sinks": 128,
  "syn_inst": 222,
  "clk_path_buf_depth": 2,
  "drc": 0,
  "synth_flops": 128,
  "period_used_pct": 97.9,
  "adder_share_pct": 0,
  "p_total_mw": 4.44,
  "postCtsHoldBufs": 0,
  "mostFrequentLayoutCell": "edfxtp_1",
  "largest_reg_flops": 128,
  "cts_buffers": 17,
  "die-area_mm2": 0.0172,
  "timing.max_cap.violations": 0,
  "stdcell_count": 530,
  "ys_area_mm2": 0.00500,
  "muxShareOfSynthArea_pct": 15.5,
  "min_from": "wdata[1]",
  "worst_slew_pin_slew_ns": 0.562,
  "core_region_area_mm2": 0.0161,
  "gr-total-overflow": 0,
  "grt.total_usage_pct": 13.6,
  "required_ns": 2.40,
  "grt_start_max_net_pins": 18,
  "grt_pass1_wl_um": 15100,
  "drive_above_1_share_pct": 31.8,
  "die_y_um": 131,
  "power_leakage_nw": 2.19,
  "power.density_mw_per_mm2": 679,
  "initial_core_util_pct": 31.1,
  "routed_wl_um": 10200,
  "hold_ws_ns": 1.16,
  "nFillCells": 1375,
  "syn_avg_cell_area_um2": 22.5,
  "yosys.area.top_type_share_pct": 76.9,
  "synth_seq_share_pct": 76.9,
  "cts_tree": "done",
  "ys.warnings.count": 1,
  "maxSlewViolCount": 0,
  "rows": 46,
  "dp_cells": 485,
  "top_area_cell": "edfxtp_1",
  "cts_root_buf": "clkbuf_16",
  "critPathLaunch": "raddr[0]",
  "antenna_found_initial": 0,
  "ioPinCount": 35,
  "portBuffers": 26,
  "hold_path.class": "in2reg",
  "placed_area_mm2": 0.00572,
  "final_cell_mix": "edfxtp_1 (128), buf_4 (37), clkdlybuf4s50_1 (24), mux4_2 (19), clkbuf_16 (18)",
  "clk_pin_slew_ns": 0.05,
  "h-tree-depth": 4,
  "maxSlewHeadroom_pct": 62.4,
  "ys_top_logic_family": "multiplexers",
  "warnings": 33,
  "worstSetupPathType": "in2out",
  "vias": 2474,
  "top_regs": "mem x128",
  "drt_first_iter_violations": 217,
  "synthTopCellsByArea": "edfxtp_1 (77%), mux4_2 (8.1%), mux4_1 (7.4%)",
  "die_w_um": 131
}
## final cells by class
| type | instances | area, um^2 | share of cell area, % |
|---|---|---|---|
| Timing Repair Buffer | 70 | 683 | 10.5 |
| Multi-Input combinational cell | 84 | 1090 | 16.7 |
| Sequential cell | 128 | 3840 | 58.8 |
| Tap cell | 216 | 270 | 4.14 |
| Clock buffer | 18 | 429 | 6.57 |
| Clock inverter | 14 | 215 | 3.29 |
## power by group
| part | total (mW) | internal [mW] | switching, mW |
|---|---|---|---|
| clock | 2.20 | 1.47 | 0.725 |
| combinational | 0.246 | 0.134 | 0.112 |
| sequential | 1.99 | 1.99 | 0.00385 |
## synth_stat cells
cell type and instances:
a22oi_1 16, and2_1 1, and2b_1 1, buf_2 3, buf_4 1, buf_6 3, clkdlybuf4s25_2 3, edfxtp_1 128
mux4_1 14, mux4_2 18, nand2_1 10, nand2b_1 3, nand4b_1 1, nand4bb_1 1, nor2_1 13, nor2b_1 1
nor3_1 4, nor3b_1 1
## critical path, cell delays in order
cell and delay [ns]:
clkbuf_4 0.18, buf_12 0.15, buf_4 0.11, mux4_1 0.56
a22oi_1 0.21, nand2_1 0.11, clkdlybuf4s50_1 0.41
## final timing paths
path / end / cells past startpoint
setup / recovery: rdata[2] / 7
hold / removal: mem[0][1]$_DFFE_PP_ / 1
## routing by layer
layer	share of wire, %	global-route usage [%]	wire length [um]
met5	0	0	0
met3	12	8.97	1230
met1	40	19.2	4090
met4	0.66	1.15	67
met2	47	19.6	4820
## what timing repair did
item | 4_1_cts | 5_1_grt
setup buffers | 2 | 9
pin swaps | 0 | 1
cloned | 1 | 1
resized | 5 | 6
endpoints found under the setup margin | 7 | 5
## logic make-up after synthesis
family                 count (synthesis)
and+or+nand+nor                       36
muxes                                 32
buffers and inverters                 10
DFF                                  128
AOI/OAI and AO/OA                     16
## per-stage QoR
step                      utilization (%)  setup WS [ns]
after floorplan                         -          0.792
after global placement               35.6         -0.151
after detailed placement             35.6         -0.153
after CTS                            40.0         0.0113
after global routing                 40.7        -0.0157
final                                40.7         0.0617
Power is estimated from default activity; no workload was simulated.
