### flow/run.sh
#!/bin/bash
# OpenROAD 26Q1-2900-gdf79404cd8, Yosys 0.63+post, stock flow scripts
make -C /OpenROAD-flow-scripts/flow DESIGN_CONFIG=/design/flow/config.mk WORK_HOME=/design/flow/orfs finish
### flow/config.mk
export PLATFORM = sky130hd
export DESIGN_NAME = odd_sel
export DESIGN_NICKNAME = odd_sel
export VERILOG_FILES = /design/flow/design.v
export SDC_FILE = /design/flow/constraint.sdc
export NUM_CORES = 4
export LEC_CHECK = 1
export CORE_AREA = 10 10 70 70
export DIE_AREA = 0 0 80 80
### flow/constraint.sdc
current_design odd_sel

set clk_period 1.9
set clk_io_pct 0.2

create_clock -name clk0 -period $clk_period

set non_clock_inputs [all_inputs -no_clocks]
set_input_delay [expr $clk_period * $clk_io_pct] -clock clk0 $non_clock_inputs
set_output_delay [expr $clk_period * $clk_io_pct] -clock clk0 [all_outputs]
### flow/design.v
`timescale 1ns/1ns
module odd_sel(
input [31:0] bus,
input sel,
output check
);
    reg check_reg;
    always @(*) begin
        if (sel) begin
            check_reg <= ^bus;
        end
        else begin
            check_reg <= ~(^bus);
        end
    end
    assign check = check_reg;
endmodule
==> flow_summary_export.csv <==
group,metric,value,unit
place,place.port_buffers,34,
sta,rsz0062_at_grt,"true",
power,ir_worst_vdd,0.187,mV
final_layout,comb_area,360,sq um
detailed_routing,drt-wirelength-per-cell,9.08,um
clock_network,cts_hold_buf,0,
power,leakagePower,0.294,nW
detailed_routing,drt_iter0_drc,2,
final_layout,fin_area,668,sq um
floorplanning,die_area,6400,sq um
sta,post-route-min-period,2.02,ns
logic_synthesis,synth_warnings,1,
hold_path,hp-class,"in -> out",
sta,fin_crit_sh,106,%
run,tool_warnings,34,
detailed_routing,vias,314,
sta,fin_ws,-0.120,ns
detailed_routing,finalWirelength,1010,um
sta,fmax,495,MHz
detailed_routing,drt_first_pass_iters,2,
critical_path,critPathLaunchType,"primary input",
logic_synthesis,yosysUniqueCellTypes,3,
hold_path,min_to,"check",
critical_path,worstSetupEndpointType,"output port",
logic_synthesis,syn_avg_cell_area,9.20,sq um
logic_synthesis,syn_inst,31,
floorplanning,initCoreUtil,8.35,%
logic_synthesis,syn_area,285,sq um
detailed_routing,viasPerCell,2.83,
global_route,grt_max_degree,2,
detailed_routing,antenna_cells,0,
final_layout,nClkBuffers,0,
critical_path,cp_max_fo,1,
place,dpl.hpwl,927,um
logic_synthesis,topCellsByArea,"xnor2_1, xnor3_1, xor2_1",
sta,hold_violations,0,
global_route,grt_usage,2.78,%
sta,setup_violations,1,
logic_synthesis,netlist.top_cell.by_area,"xnor2_1",
clock_network,post_cts_buffers,0,
sta,setup_tns,-0.120,ns
global_route,antenna_found_initial,0,
logic_synthesis,ys_cells,31,
power,p_per_area,452,nW/um^2
status,violations,"negative setup slack",
global_route,grt_pass1_vias,339,
critical_path,cp_data_required_time,1.52,ns
critical_path,cp.arrival,1.64,ns
floorplanning,die_w,80,um
logic_synthesis,postSynthSeqShare,0,%
global_route,grt-ovfl-total,0,
run,maxCapViolations,0,
hold_path,hold_depth,7,
floorplanning,io_pins,34,
final_layout,drive_gt1_share,47.7,%
sta,finalMaxSlewViolations,0,
logic_synthesis,ys_chip_area,285,sq um
sta,max_slew_margin,86.3,%
critical_path,setup.worst_path.class,"in -> out",
detailed_routing,drcViolationCount,0,
power,total_power,302,uW
floorplanning,fp.dieH,80,um
floorplanning,num_rows,21,
global_route,grt_pass1_wl,1480,um
hold_path,holdCritStartpoint,"bus[9]",
status,outcome,"finished with violations",
floorplanning,core,3420,sq um
final_layout,register_area,0,sq um
detailed_routing,postRouteAntennaNets,0,
place,gp_congestion,0.813,
final_layout,flops,0,
logic_synthesis,top_area_share,86.0,%
final_layout,syn_to_final_growth,134,%
place,postPlaceCellArea,683,sq um
final_layout,fillers,398,
final_layout,finalCoreUtilization,19.6,%
sta,worst_pin_slew,0.204,ns
cell usage after synthesis:
cell type,instances
xnor2_1,28
xnor3_1,1
xor2_1,2
per-layer routing:
metal  share of wire [%]  global-route usage (%)
met1                  51                    4.12
met2                  24                    2.81
met3                  25                    2.61
met4                   0                       0
met5                   0                       0
report_power, final:
group	internal (mW)	switching, mW
combinational	0.199	0.103
clock	0	0
sequential	0	0
total	0.199	0.103
worst max path at each step:
stage,start,endpoint,slack (ns),cells past startpoint
CTS,bus[15],check,-0.17,7
global route,bus[14],check,-0.25,7
finish,bus[14],check,-0.12,7
cell type report:
class	count	share of cell area, %
multi-input combinational	31	53.9
timing repair buffer	34	37.5
tap	46	8.61
stage by stage:
stage / setup WS (ns) / instances / hold slack, ns
global placement: -0.893 / 111 / 2.01
CTS: -0.166 / 111 / 1.63
detailed placement: -0.876 / 111 / 2.00
floorplan: 0.185 / 31 / 1.04
global route: -0.246 / 111 / 1.67
finish: -0.120 / 111 / 1.56
cell usage in the layout (no fill, tap or decap):
cell type        count
xnor2_1             18
xnor2_2             10
buf_2                9
clkbuf_2             8
dlygate4sd2_1        8
buf_6                4
clkdlybuf4s50_1      3
xor2_1               2
clkdlybuf4s15_1      2
xnor3_1              1
logic make-up (layout without fill, tap and decap cells):
logic type / after synthesis / in the layout / synth area share (%)
buf+inv: 0 / 34 / 0
xor+xnor: 31 / 31 / 100
timing repair:
| item | 4_1_cts | 5_1_grt |
|---|---|---|
| gates resized | 84 | 16 |
| pin swaps | 29 | 13 |
| endpoints found under the hold margin | 0 | 0 |
| setup endpoints to repair | 1 | 1 |
worst max-delay path, stage by stage:
cell and delay [ns]:
buf_6 0.09, xnor2_2 0.12, xnor2_1 0.19, xnor2_1 0.16
xnor3_1 0.43, xnor2_1 0.14, buf_2 0.12
Power and IR drop assume default switching activity.
