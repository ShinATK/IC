==> /design/flow/design.v <==
module seg_dec(num, a_g);
    input[3:0]      num;
    output[6:0]     a_g;
    reg[6:0]        a_g; 
    always @(num) begin
        case(num)
            4'd0: begin a_g<=7'b111_1110; end
            4'd1: begin a_g<=7'b011_0000; end
            4'd2: begin a_g<=7'b110_1101; end
            4'd3: begin a_g<=7'b111_1100; end
            4'd4: begin a_g<=7'b011_0011; end
            4'd5: begin a_g<=7'b101_1011; end
            4'd6: begin a_g<=7'b101_1111; end
            4'd7: begin a_g<=7'b111_0000; end
            4'd8: begin a_g<=7'b111_1111; end
            4'd9: begin a_g<=7'b111_1011; end
            default: begin a_g<=7'b000_0001; end
        endcase
    end
endmodule
==> /design/flow/run.sh <==
#!/bin/bash
# OpenROAD 26Q1-2900-gdf79404cd8, Yosys 0.63+post, stock flow scripts
make -C /OpenROAD-flow-scripts/flow DESIGN_CONFIG=/design/flow/config.mk WORK_HOME=/design/flow/orfs finish
==> /design/flow/config.mk <==
export PLATFORM = sky130hd
export DESIGN_NAME = seg_dec
export DESIGN_NICKNAME = seg_dec
export VERILOG_FILES = /design/flow/design.v
export SDC_FILE = /design/flow/constraint.sdc
export NUM_CORES = 4
export LEC_CHECK = 1
export CORE_AREA = 10 10 70 70
export DIE_AREA = 0 0 80 80
==> /design/flow/constraint.sdc <==
current_design seg_dec

set clk_period 1.1
set clk_io_pct 0.2

create_clock -name clk0 -period $clk_period

set non_clock_inputs [all_inputs -no_clocks]
set_input_delay [expr $clk_period * $clk_io_pct] -clock clk0 $non_clock_inputs
set_output_delay [expr $clk_period * $clk_io_pct] -clock clk0 [all_outputs]
==> metrics.yaml <==
final_timing:
  maxSlewHeadroom_pct: 89.7
  worst_pin_slew_ps: 154
  rsz0062_at_grt: "true"
  min_period_ps: 1190
  setup_violations: 5
  final_max_slew_viol_count: 0
  fin_tns_setup_ps: -314
  max_clock_freq_mhz: 843
  post-route-period-util_pct: 108
  worst_slack_ps: -86.9
  hold_violations: 0
final_layout:
  logic_area_um2: 290
  n_fill_cell: 387
  n_clock_buffer: 0
  flops: 0
  final_util_pct: 15.8
  finalInstanceArea_um2: 541
  layout.area.seq_um2: 0
  area_delta_synth_final_pct: 165
  final_layout_size_suffix_gt1_share_pct: 75.5
power:
  peakVddDrop_mv: 0.0647
  power_frac_clock_pct: 0
  sw_frac_of_total_pct: 43.3
  p_leak_nw: 0.220
  p_sw_mw: 0.0751
  internal-power_mw: 0.0982
  p_per_area_nw_per_um2: 321
  p_comb_share_pct: 100.0
  power.share.sequential_pct: 0
detailed_routing:
  finalWirelength_um: 771
  ant_nets: 0
  vias: 268
  viasPerCell: 2.71
  drtPass1Iterations: 2
  drt_iter0_markers: 3
  post_drt_wl_per_cell_um: 7.79
  drc_errors: 0
  n_antenna_cell: 0
floorplanning:
  fp-utilization_pct: 5.97
  die.size.y_um: 80
  die_area_um2: 6400
  coreArea_um2: 3420
  io_pins: 11
  die_w_um: 80
  std_cell_rows: 21
worst_hold_path:
  hold_end: "a_g[5]"
  min_from: "num[2]"
  hold_depth: 4
  hp-class: "in2out"
yosys:
  ys_area_um2: 204
  yosysCellCount: 32
  top_area_share_pct: 36.8
  synth.distinct_cells: 13
  top_cell: "ha_1"
  ys_seq_share_pct: 0
  ys_top_cells_by_area: "ha_1 (37%), nand2_1 (9.2%), nor2_1 (9.2%), a21oi_1 (7.4%), o21ai_1 (7.4%)"
  yosysWarnings: 1
  yosys.area.top_type: "ha_1"
  syn_area_um2: 204
  synthCells: 32
  top_cells_by_count: "ha_1 (6), nand2_1 (5), nor2_1 (5)"
  syn_area_per_cell_um2: 6.37
global_route:
  antenna_found_initial: 0
  grt_max_degree: 8
  grt_usage_pct: 2.47
  grt_first_pass_wirelength_um: 1350
  grt-ovfl-total: 0
  first_global_vias: 278
outcome:
  violations: "negative setup slack"
  status: "finished with violations"
clock_network:
  postCtsHoldBufs: 0
worst_setup_path:
  required_ps: 880
  worstPathArrival_ps: 970
  crit_fanout: 5
  path_class: "in2out"
  critPathLaunchType: "primary input"
  cp-end-kind: "primary output"
flow_run:
  openroad.warnings: 39
  drv_cap: 0
placement:
  place_area_um2: 427
  place.gp.congestion: 0.735
  dp_hpwl_um: 646
  port_buffers: 11
[placed cells by master (no fill, tap or decap), types with 2 or more instances in the layout]
| cell | Yosys | layout |
|---|---|---|
| ha_4 | 0 | 6 |
| nor2_2 | 0 | 3 |
| o21ai_1 | 3 | 2 |
| nand2_1 | 5 | 5 |
| buf_4 | 0 | 8 |
| a21oi_2 | 0 | 3 |
| buf_2 | 1 | 9 |
| o21ai_2 | 0 | 2 |
| nor2_1 | 5 | 2 |
| buf_6 | 0 | 3 |
[layer usage]
layer	part of all wire, %	global-route usage, %	vias up
met4	0	0	0
met5	0	0	-
met1	41	2.90	113
met2	50	4.57	6
li1	-	-	149
met3	8.4	0.682	0
[critical path: stages]
cell and delay, ps:
buf_8 100, buf_6 120, and2b_2 230, nor2_2 50
o22ai_2 130, buf_2 110
[power groups by stage]
stage	clock (mW)	sequential (mW)	combinational, mW
4_1_cts	0	0	0.173
6_report	0	0	0.173
5_1_grt	0	0	0.196
[through the flow]
stage	hold slack (ps)	setup WS (ps)	cells	power, mW
2_1_floorplan	466	158	32	0.0472
3_3_place_gp	1570	-951	96	0.143
3_5_place_dp	1560	-960	96	0.144
4_1_cts	849	-102	99	0.173
5_1_grt	891	-137	99	0.196
6_report	846	-86.9	99	0.173
[how the worst max path moves through the flow]
stage         endpoint   start  cells past startpoint
CTS             a_g[6]  num[1]                      6
global route    a_g[6]  num[1]                      6
finish          a_g[6]  num[1]                      6
[cells by family after synthesis]
family                     share of synthesized area [%]
and+or+nand+nor                                     25.2
AOI/OAI and AO/OA                                   30.1
adders and majority gates                           36.8
buffers and inverters                               7.97
[cell type report]
class                      instances  share of cell area (%)
multi-input combinational         28                    53.7
timing repair buffer              22                    32.2
tap                               46                    10.6
inverter                           3                    3.47
[repair_timing]
action	CTS	global route
setup endpoints to repair	7	7
gates resized	70	3
pin swaps	12	4
gates cloned	0	0
setup buffers	3	0
endpoints found under the hold margin	0	0
Power and IR drop assume default switching activity.
